--- flow/design.v ---
`default_nettype none
module Pipeline_Skid_Buffer #(
    parameter WIDTH = 32
) (
    input wire              clk_i,
    input wire              clear_i,
    input wire              input_valid_i,
    output wire             input_ready_o,
    input wire [WIDTH-1:0]  input_data_i,
    output wire             output_valid_o,
    input wire              output_ready_i,
    output logic [WIDTH-1:0] output_data_o
);
    always_ff @(posedge clk_i) begin
        output_data_o <= input_data_i;
    end
endmodule
--- flow/run.sh ---
#!/bin/bash
# OpenROAD 26Q1-2900-gdf79404cd8, Yosys 0.63+post, stock flow scripts
make -C /OpenROAD-flow-scripts/flow DESIGN_CONFIG=/design/flow/config.mk WORK_HOME=/design/flow/orfs finish
--- flow/config.mk ---
export PLATFORM = sky130hd
export DESIGN_NAME = Pipeline_Skid_Buffer
export DESIGN_NICKNAME = Pipeline_Skid_Buffer
export VERILOG_FILES = /design/flow/design.v
export SDC_FILE = /design/flow/constraint.sdc
export NUM_CORES = 4
export LEC_CHECK = 1
export CORE_AREA = 10 10 91 91
export DIE_AREA = 0 0 101 101
--- flow/constraint.sdc ---
current_design Pipeline_Skid_Buffer

set clk_period 1.0
set clk_io_pct 0.2

create_clock -name clk0 -period $clk_period [get_ports {clk_i}]

set non_clock_inputs [all_inputs -no_clocks]
set_input_delay [expr $clk_period * $clk_io_pct] -clock clk0 $non_clock_inputs
set_output_delay [expr $clk_period * $clk_io_pct] -clock clk0 [all_outputs]
==> metrics.log <==
[flow] collecting metrics
INFO  metric synth_area = 659 um^2
INFO  metric warnings = 29
INFO  metric hold_buffers = 0
INFO  metric critPathLaunchType = register
INFO  metric power = 2890 uW
INFO  metric grt_antenna_before_repair = 0
INFO  metric yosys.area_share.adder = 0%
INFO  metric root_buffer_cell = sky130_fd_sc_hd__clkbuf_8
INFO  metric period_used_share = 96.2%
INFO  metric detailed_route_drc_error_count = 0
INFO  metric biggestRegsByFlops = output_data_o (32)
INFO  metric grt_pass1_wl = 3140 um
INFO  metric worst_hold_margin = 351 ps
INFO  metric yosys-top-cells-area = sky130_fd_sc_hd__dfxtp_1, sky130_fd_sc_hd__buf_4, sky130_fd_sc_hd__conb_1
INFO  metric htree_levels = 2
INFO  metric synth-simple-area-share = 0%
INFO  metric die_w = 101 um
INFO  metric top_area_share = 97.2%
INFO  metric cellPowerDensity = 1990 nW/um^2
INFO  metric largest_register_ff_count = 32
INFO  metric timing.fmax = 1.04 GHz
INFO  metric synth.yosys.num_cells = 35
INFO  metric synth.yosys.seq_area_share = 97.2%
INFO  metric timing_max_transition_violations_final = 0
INFO  metric timing_worst_setup_path_type = reg -> out
INFO  metric irDropWorstVdd = 0.000567 V
INFO  metric dieArea = 10200 um^2
INFO  metric crit_path_max_fanout = 1
INFO  metric synth_area_per_cell = 18.8 um^2
INFO  metric timing.critical_path.from = output_data_o[18]
INFO  metric worst_setup_hold_path_clk_slew = 70 ps
INFO  metric timing.critical_path.max_delay_family = flip-flops
INFO  metric numPortBuffers = 64
INFO  metric postSynthCellCount = 35
INFO  metric max_cap_violations = 0
INFO  metric setup_repair_after_global_routing_missed_its_margin = false
INFO  metric totalNegativeSetupSlack = 0 ps
INFO  metric global_route.usage.total = 4.18%
INFO  metric ys_sh_aoi = 0%
INFO  metric place.gp.congestion = 0.696
INFO  metric rows = 29
INFO  metric yosysWarningCount = 3
INFO  metric grt_overflow = 0
INFO  metric ys_seq_elements = 32
INFO  metric cp_data_arrival_time = 760 ps
INFO  metric ys_sh_mux = 0%
INFO  metric worstSetupEndpointType = output port
INFO  metric ios = 70
INFO  metric routed_wl = 2330 um
INFO  metric synth.lib_cells_used.distinct = 3
INFO  metric timing.critical_path.depth = 1
INFO  metric outcome = complete, no violations
INFO  metric synth-area-yosys = 659 um^2
INFO  metric grt_max_degree = 11
INFO  metric cell_count_after_placement = 175
INFO  metric route.vias.total = 487
INFO  metric yosys.area.top_type = sky130_fd_sc_hd__dfxtp_1
INFO  metric cellLeakagePower = 0.000606 uW
INFO  metric setup_viol = 0
INFO  metric fp_util = 10.4%
INFO  metric crit_chain = clkdlybuf4s15_1
INFO  metric stdcell_count = 183
INFO  metric worstHoldPathType = in -> reg
INFO  metric hold_viol_final = 0
INFO  metric detail_route.vias_per_cell = 2.66
INFO  metric numCtsBuffers = 5
INFO  metric slowest_delay = 300 ps
INFO  metric cts.path.max_buffers = 2
INFO  metric critical_path_buf_inv_count = 1
INFO  metric setup_buffers_after_cts = 0
INFO  metric largest_register = output_data_o
INFO  metric timing.critical_path.slowest_stage_cell = sky130_fd_sc_hd__dfxtp_1
INFO  metric topCombFamilyByArea = buffers and inverters
INFO  metric post_synth_xor_area_fraction = 0%
INFO  metric required = 800 ps
INFO  metric antenna_cells_inserted = 0
INFO  metric area_growth = 120%
INFO  metric first_global_vias = 491
INFO  metric preCtsSetupSlack = 6.02 ps
INFO  metric wl_per_cell = 12.7 um
INFO  metric antenna_violating_nets_post_route = 0
INFO  metric die_height = 101 um
INFO  metric fillCellCount = 662
INFO  metric cts_num_sinks = 32
INFO  metric timing.final.crit_period = 962 ps
INFO  metric drive_gt1_share = 29.2%
INFO  metric drtPass1Iterations = 2
INFO  metric tritoncts = built
INFO  metric design.core.area = 6350 um^2
INFO  metric capturing_element_of_the_worst_setup_path = output_data_o[18]
INFO  metric setup_slack = 37.8 ps
INFO  metric drt-initial-drc-count = 6
synthesized netlist by cell type:
cell type	instances
sky130_fd_sc_hd__dfxtp_1	32
sky130_fd_sc_hd__conb_1	1
sky130_fd_sc_hd__buf_4	2
per-stage QoR:
step	area (um^2)	utilization, %
6_report	1450	22.9
5_1_grt	1450	22.9
4_1_cts	1500	23.7
3_5_place_dp	1390	21.8
3_3_place_gp	1390	21.8
2_1_floorplan	663	-
where the power goes:
part	switching, uW	leakage, uW	internal, uW
combinational	28.5	0.000271	168
sequential	15.7	0.000270	1350
clock	457	0.0000645	879
what timing repair did:
action,CTS,global route
gates resized,69,20
setup endpoints to repair,32,15
cloned,0,0
per-layer routing:
metal  global-route usage (%)  routed length (um)  up-vias  share of wire [%]
met5                        0                   0        -                  0
met4                    0.536                  31        0                1.3
met3                     3.19                 324        3                 14
met2                     7.22                1200       29                 51
met1                     3.96                 772      216                 33
li1                         -                   -      239                  -
layout make-up:
| type | count | area, um^2 | share of cell area, % |
|---|---|---|---|
| Clock buffer | 7 | 96.3 | 6.63 |
| Sequential cell | 32 | 652 | 44.9 |
| Multi-Input combinational cell | 2 | 7.51 | 0.517 |
| Tap cell | 77 | 96.3 | 6.63 |
| Timing Repair Buffer | 64 | 571 | 39.3 |
| Clock inverter | 1 | 30.0 | 2.07 |
worst min path at each step:
stage	start	to	slack, ps	cells past startpoint
finish	input_data_i[7]	output_data_o[7]	350	1
global route	input_data_i[11]	output_data_o[11]	330	1
CTS	input_data_i[11]	output_data_o[11]	340	1
cells by family (layout without fill, tap and decap cells):
logic type | after synthesis | count (layout)
flops | 32 | 32
other cells | 1 | 2
buf+inv | 2 | 72
placed cells by master (no fill, tap or decap), drive strengths merged:
cell type / count
clkdlybuf4s50: 32
dfxtp: 32
clkbuf: 19
clkdlybuf4s15: 18
conb: 2
buf: 2
bufinv: 1
No activity file was given, so power comes from the tool's default toggle rates.
