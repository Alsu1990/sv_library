$ cat design/flow/constraint.sdc
current_design debouncer

set clk_period 2.8
set clk_io_pct 0.2

create_clock -name clk0 -period $clk_period [get_ports {clk_i}]

set non_clock_inputs [all_inputs -no_clocks]
set_input_delay [expr $clk_period * $clk_io_pct] -clock clk0 $non_clock_inputs
set_output_delay [expr $clk_period * $clk_io_pct] -clock clk0 [all_outputs]
$ cat design/flow/run.sh
#!/bin/bash
# OpenROAD 26Q1-2900-gdf79404cd8, Yosys 0.63+post, stock flow scripts
make -C /OpenROAD-flow-scripts/flow DESIGN_CONFIG=/design/flow/config.mk WORK_HOME=/design/flow/orfs finish
$ cat design/flow/design.v
module debouncer #(
    parameter PORT_WIDTH = 5,
    parameter DEBOUNCING_TIME = 2_000_000   
) (
    input logic clk_i,
    input logic [PORT_WIDTH-1:0] sig_i,
    output logic [PORT_WIDTH-1:0] debounced_sig_o
);
    logic [PORT_WIDTH-1:0] sig_q;
    logic [PORT_WIDTH-1:0] sig_q1;
    logic [PORT_WIDTH-1:0] sig_last;
    always_ff @(posedge clk_i) begin : sync
        {sig_last, sig_q1, sig_q} <= {sig_q1, sig_q, sig_i};
    end
    logic diff = 0;
    logic zero_timer = 0;
    logic [$bits(DEBOUNCING_TIME)-1:0] dbc_timer;
    always_ff @(posedge clk_i) begin : timer_logic
        if (zero_timer && diff) begin
            dbc_timer <= DEBOUNCING_TIME;
            zero_timer <= 0;
        end else if (!zero_timer) begin
            dbc_timer <= dbc_timer - 1;
            zero_timer <= (dbc_timer[$bits(DEBOUNCING_TIME)-1:1] == 0);
        end else begin
            dbc_timer <= 0;
            zero_timer <= 1;
        end    
    end
    always_ff @(posedge clk_i) begin : diff_logic
        diff <= (diff && !zero_timer) || (sig_last != debounced_sig_o);
    end
    always_ff @(posedge clk_i) begin : output_logic
        if (zero_timer) debounced_sig_o <= sig_last;
    end
endmodule
$ cat design/flow/config.mk
export PLATFORM = sky130hd
export DESIGN_NAME = debouncer
export DESIGN_NICKNAME = debouncer
export VERILOG_FILES = /design/flow/design.v
export SDC_FILE = /design/flow/constraint.sdc
export NUM_CORES = 4
export LEC_CHECK = 1
export CORE_UTILIZATION = 50
==> out/metrics.cfg <==
[synth]
synth_area_um2=2080
synth_cells=203
ys_area_um2=2080
avgSynthCellArea_um2=10.2
yosys_most_used_dff=dfxtp_1
ys_async_sr_fraction=0
ys_types=34
synth_seq_share=0.544
edf_count=5
synth_flops=54
synth-warning-count=1
yosys_cells=203

[clocking]
cts.clk_slew.worst_paths_ps=100
h-tree-depth=2
clockRootBuffer=clkbuf_8
clock_latency_ps=300
cts_tree=built
cts_buffer_depth=2
numCtsBuffers=5
cts_resized=0
holdBufCountCts=0
cts_setup_buffers=0
cts.sinks=54

[routing]
antenna_cells=0
first_pass_iters=4
routed_wl_um=3660
ant_nets=0
routedWlPerCell_um=13.8
num_vias=1508
drtIter0Drc=92
route.detailed.drc=0
via_per_inst=5.67

[place]
dp_hpwl_um=2470
place_area_um2=2240
port_buffers=10
dp_slack_ps=644
gp_routability_congestion=0.815

[power_and_ir_drop]
power_frac_seq=0.603
clock_power_share=0.390
power.density_nw_per_um2=560
intPower_mw=1.06
leakage_nw=0.816
p_sw_frac=0.192
power.switching_mw=0.253
p_comb_frac=0.007
peakVddDrop_v=0.000386

[setup_path]
endpoint=dbc_timer[28]
startpoint=dbc_timer[1]
arrival_ps=2420
cp-start-kind=flip-flop
crit_required_ps=3040
worstSetupPathType=flip-flop to flip-flop
rr_worst_depth=6
slowest_delay_ps=560
cp-end-kind=flip-flop
timing.rr.start=dbc_timer[1]
worstSetupPathDepth=6
timing.rr.end=dbc_timer[28]
reg2reg_slack_ps=620
path_cells=inv_1 > ha_1 > nor4b_1 > nand4_1 > or4_1 > a21oi_1
worst-path-buf-inv=1
crit_family=simple AND/OR/NAND/NOR gates
cp_max_fo=8
critPathSlowestCell=or4_1

[final_timing]
fin_tns_setup_ps=0
skew_ps=5.07
finalSetupViolCount=0
period_used_share=0.778
max_freq_ghz=0.459
fin_crit_ps=2180
slew_headroom=0.551
grt_setup_unrepaired=no
finalHoldViolCount=0
slew_viol_final=0
worstMarginPinSlew_ps=669
fin_ws_ps=620

[die]
rows=23
core_um2=4000
chip_area_um2=4420
ios=11
fp_util=0.520
fp.dieW_um=66.5
fp.dieH_um=66.5

[final_layout]
drive_above_1_share=0.0880
area_growth_pct=13.0
fin_area_um2=2350
layout_top_cells=dfxtp_1, nor2_1, xor2_1, nor4_1, a21oi_1
layout.cells.most_common=dfxtp_1

[grt]
grtUsageTotal=0.200
grt_pass1_vias=1391
antenna_found_initial=0
gr-total-overflow=0
grt_max_degree=18
grt_pass1_wl_um=6490

[min_path]
whs_path_depth=0
hold_path_class=flip-flop to flip-flop

[status]
status=complete, no violations

[flow_run]
drv_cap=0
tool_warnings=25

through the flow:
step                      power, mW  instances  hold slack (ps)  utilization
final                          1.32        266              333        0.588
after global routing           1.37        266              339        0.588
after CTS                      1.33        266              336        0.588
after detailed placement      0.822        258              312        0.559
after global placement        0.821        258              310        0.559
after floorplan               0.813        203              310            -
synth_stat cells, types with 2 or more instances:
library cell	n	area (µm²)
xnor2_1	6	52.6
nor2b_1	2	12.5
nand3_1	5	25.0
nor2_1	22	82.6
nor3_1	9	45.0
a21oi_1	11	55.1
o41ai_1	3	26.3
o31ai_1	6	45.0
xor2_1	11	96.3
o21ai_0	2	10.0
or3_1	4	25.0
clkbuf_1	6	22.5
inv_1	2	7.51
buf_2	2	10.0
nand4b_1	3	26.3
mux2_2	2	22.5
edfxtp_1	5	150
o31a_1	8	70.1
or4_2	2	17.5
nand2_1	4	15.0
nor4_1	11	68.8
dfxtp_1	49	981
nand2b_1	2	12.5
or4_1	8	60.1
o21a_1	4	30.0
nand4_1	6	37.5
logic make-up after synthesis:
family / count (synthesis) / synth area share
AND-OR/OR-AND: 34 / 0.114
XOR/XNOR: 17 / 0.0716
adder cells (fa/ha/maj): 1 / 0.00601
buffers and inverters: 11 / 0.0210
flip-flops: 54 / 0.544
multiplexers: 2 / 0.0108
AND/OR/NAND/NOR: 84 / 0.233
layer usage:
layer | wire (µm) | vias up | share of wire | track usage
met5 | 0 | - | 0 | 0
met3 | 153 | 2 | 0.042 | 0.0451
met1 | 1960 | 706 | 0.54 | 0.331
met2 | 1520 | 25 | 0.42 | 0.290
li1 | - | 775 | - | -
met4 | 24 | 0 | 0.0066 | 0.0213
flip-flops by register name, indices dropped and copies added (netlist names):
signal,count
sig_q1,5
dbc_timer,32
sig_q,5
zero_timer,1
debounced_sig_o,5
sig_last,5
diff,1
worst min path at each step:
stage	from	endpoint	slack, ps
global route	sig_q[2]	sig_q1[2]	340
CTS	sig_q[3]	sig_q1[3]	340
finish	sig_q[3]	sig_q1[3]	330
power by group through the flow:
stage	logic, mW	clock network (mW)	registers, mW
6_report	0.00968	0.513	0.794
5_1_grt	0.0108	0.562	0.796
4_1_cts	0.00983	0.527	0.794
layout make-up:
type | count | area (µm²)
Fill cell | 316 | 1650
Sequential cell | 54 | 1130
Multi-Input combinational cell | 138 | 906
Timing Repair Buffer | 14 | 130
Clock buffer | 5 | 68.8
Tap cell | 50 | 62.6
Clock inverter | 3 | 45.0
Inverter | 2 | 7.51
Power is estimated from default activity; no workload was simulated.
